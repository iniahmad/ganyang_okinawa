**./design.v**
```verilog
module compare_8float (
    input wire [15:0] data, x1, x2, x3, x4, x5, x6, x7, x8,  
    input wire [15:0] m1, m2, m3, m4, m5, m6, m7, m8, m9,
    input wire [15:0] c1, c2, c3, c4, c5, c6, c7, c8, c9,
    input wire clk,
    input wire reset,
    output reg [15:0] m, c
);
    reg [7:0] flag;
    wire data_sign = data[15];
    wire [14:0] data_mag = data[14:0];
    wire x1_sign = x1[15];
    wire [14:0] x1_mag = x1[14:0];
    wire x2_sign = x2[15];
    wire [14:0] x2_mag = x2[14:0];
    wire x3_sign = x3[15];
    wire [14:0] x3_mag = x3[14:0];
    wire x4_sign = x4[15];
    wire [14:0] x4_mag = x4[14:0];
    wire x5_sign = x5[15];
    wire [14:0] x5_mag = x5[14:0];
    wire x6_sign = x6[15];
    wire [14:0] x6_mag = x6[14:0];
    wire x7_sign = x7[15];
    wire [14:0] x7_mag = x7[14:0];
    wire x8_sign = x8[15];
    wire [14:0] x8_mag = x8[14:0];
    function compare_sign_mag;
        input sign_a, sign_b;
        input [14:0] mag_a, mag_b;
        begin
            if (sign_a != sign_b) begin
                compare_sign_mag = (sign_a > sign_b);   
            end else begin
                if (sign_a == 1'b1) begin
                    compare_sign_mag = (mag_a > mag_b);
                end else begin
                    compare_sign_mag = (mag_a < mag_b);
                end
            end
        end
    endfunction
    always @(posedge clk or posedge reset) begin
        if (reset) begin
            flag <= 8'b0;
        end else begin
            flag[0] <= compare_sign_mag(data_sign, x1_sign, data_mag, x1_mag);  
            flag[1] <= compare_sign_mag(data_sign, x2_sign, data_mag, x2_mag);  
            flag[2] <= compare_sign_mag(data_sign, x3_sign, data_mag, x3_mag);  
            flag[3] <= compare_sign_mag(data_sign, x4_sign, data_mag, x4_mag);  
            flag[4] <= compare_sign_mag(data_sign, x5_sign, data_mag, x5_mag);  
            flag[5] <= compare_sign_mag(data_sign, x6_sign, data_mag, x6_mag);  
            flag[6] <= compare_sign_mag(data_sign, x7_sign, data_mag, x7_mag);  
            flag[7] <= compare_sign_mag(data_sign, x8_sign, data_mag, x8_mag);  
        end
    end
    always @(posedge clk or posedge reset) begin
        if (reset) begin
            m <= 16'h0000;
            c <= 16'h0000;
        end else begin
            if (flag[3]) begin
                if (flag[1]) begin
                    if (flag[0]) begin
                        m <= m1;
                        c <= c1;
                    end else begin
                        m <= m2;
                        c <= c2;
                    end
                end else begin
                    if (flag[2]) begin
                        m <= m3;
                        c <= c3;
                    end else begin
                        m <= m4;
                        c <= c4;
                    end
                end
            end else begin
                if (flag[5]) begin
                    if(flag[4]) begin
                        m <= m5;
                        c <= c5;
                    end else begin
                        m <= m6;
                        c <= c6;
                    end
                end else begin
                    if(flag[6]) begin
                        m <= m7;
                        c <= c7;
                    end else begin
                        if (flag[7]) begin
                            m <= m8;
                            c <= c8;
                        end else begin
                            m <= m9;
                            c <= c9;
                        end
                    end
                end
            end
        end
    end
endmodule
module fixed_point_add #(parameter BITSIZE = 16) (
    input [BITSIZE-1:0] A,   
    input [BITSIZE-1:0] B,   
    output [BITSIZE-1:0] C   
);
    wire sign_A = A[BITSIZE-1];          
    wire sign_B = B[BITSIZE-1];          
    wire [BITSIZE-2:0] value_A = A[BITSIZE-2:0];  
    wire [BITSIZE-2:0] value_B = B[BITSIZE-2:0];  
    wire [BITSIZE-1:0] sum;
    wire result_sign;
    wire [BITSIZE-2:0] result_value;
    assign sum = (sign_A == sign_B) ? (value_A + value_B) : 
                 (value_A > value_B ? (value_A - value_B) : (value_B - value_A));
    assign result_sign = (sign_A == sign_B) ? sign_A : (value_A > value_B ? sign_A : sign_B);
    wire overflow = (sign_A == sign_B) && ((sum[BITSIZE-1]));
    assign result_value = overflow ? {BITSIZE-1{1'b1}} : sum[BITSIZE-2:0];
    assign C = {result_sign, result_value};
endmodule
module fixed_point_multiply #(parameter BITSIZE = 16, parameter FRAC = 11 ) (
    input  [BITSIZE-1:0] A,   
    input  [BITSIZE-1:0] B,   
    output [BITSIZE-1:0] C    
);
    wire sign_A = A[BITSIZE-1];
    wire sign_B = B[BITSIZE-1];
    wire [BITSIZE-2:0] mag_A = A[BITSIZE-2:0];
    wire [BITSIZE-2:0] mag_B = B[BITSIZE-2:0];
    wire [(2*BITSIZE)-3:0] product_unsigned = mag_A * mag_B;
    wire [BITSIZE-2:0] normalized_product = product_unsigned[25:11];
    wire result_sign = sign_A ^ sign_B;  
    wire [6:0] overflow = 7'b1111111 & product_unsigned[(2*BITSIZE)-3:26];
    assign C = overflow ? {result_sign, 15'b111_1111_1111_1111} : {result_sign, normalized_product[BITSIZE-2:0]};  
endmodule
module softplus_8slice_piped
(
    input wire  [15:0] data_in,
    output wire [15:0] data_out,
    input clk,
    input reset
);
    reg [15:0] m1 = 16'b0000000000001010;
    reg [15:0] m2 = 16'b0000000001100011;
    reg [15:0] m3 = 16'b0000000100111000;
    reg [15:0] m4 = 16'b0000001001111110;
    reg [15:0] m5 = 16'b0000001111111111;
    reg [15:0] m6 = 16'b0000010110000001;
    reg [15:0] m7 = 16'b0000001110001110;
    reg [15:0] m8 = 16'b0000000110101001;
    reg [15:0] m9 = 16'b0000011111110101;
    reg [15:0] c1 = 16'b0000000001010000;
    reg [15:0] c2 = 16'b0000000110101010;
    reg [15:0] c3 = 16'b0000001110001111;
    reg [15:0] c4 = 16'b0000010100011100;
    reg [15:0] c5 = 16'b0000010110110001;
    reg [15:0] c6 = 16'b0000010100011100;
    reg [15:0] c7 = 16'b0000101010100111;
    reg [15:0] c8 = 16'b0000110001111011;
    reg [15:0] c9 = 16'b0000000001010001;
    reg [15:0] x1 = 16'b1001111100000000;
    reg [15:0] x2 = 16'b1001001000101001;
    reg [15:0] x3 = 16'b1000100110111111;
    reg [15:0] x4 = 16'b1000001100011011;
    reg [15:0] x5 = 16'b0000001100010100;
    reg [15:0] x6 = 16'b0000100111000101;
    reg [15:0] x7 = 16'b0001001000110101;
    reg [15:0] x8 = 16'b0001111011111000;
    reg [15:0] data_in_stage1, data_in_stage2;
    reg [15:0] m_out_stage1, c_out_stage1;
    reg [15:0] out_mul_stage2, c_out_stage2;
    wire [15:0] m_out, c_out;
    compare_8float custom_mux
    (
        .data  (data_in),
        .x1    (x1),
        .x2    (x2),
        .x3    (x3),
        .x4    (x4),
        .x5    (x5),
        .x6    (x6),
        .x7    (x7),
        .x8    (x8),
        .m1    (m1),
        .m2    (m2),
        .m3    (m3),
        .m4    (m4),
        .m5    (m5),
        .m6    (m6),
        .m7    (m7),
        .m8    (m8),
        .m9    (m9),
        .c1    (c1),
        .c2    (c2),
        .c3    (c3),
        .c4    (c4),
        .c5    (c5),
        .c6    (c6),
        .c7    (c7),
        .c8    (c8),
        .c9    (c9),
        .clk   (clk),
        .reset (reset),
        .m     (m_out),
        .c     (c_out)
    );
    always @(posedge clk or posedge reset) begin
        if (reset) begin
            data_in_stage1 <= 16'b0;
            m_out_stage1 <= 16'b0;
            c_out_stage1 <= 16'b0;
        end else begin
            data_in_stage1 <= data_in;
            m_out_stage1 <= m_out;
            c_out_stage1 <= c_out;
        end
    end
    wire [15:0] out_mul;
    fixed_point_multiply custom_mul
    (
        .A (data_in_stage1),
        .B (m_out_stage1),
        .C (out_mul)
    );
    always @(posedge clk or posedge reset) begin
        if (reset) begin
            data_in_stage2 <= 16'b0;
            out_mul_stage2 <= 16'b0;
            c_out_stage2 <= 16'b0;
        end else begin
            data_in_stage2 <= data_in_stage1;
            out_mul_stage2 <= out_mul;
            c_out_stage2 <= c_out_stage1;
        end
    end
    fixed_point_add custom_add
    (
        .A (out_mul_stage2),
        .B (c_out_stage2),
        .C (data_out)
    );
endmodule
```
**./run.sh**
```bash
#!/bin/bash
# OpenROAD 26Q1-2900-gdf79404cd8, Yosys 0.63+post, stock flow scripts
make -C /OpenROAD-flow-scripts/flow DESIGN_CONFIG=/design/flow/config.mk WORK_HOME=/design/flow/orfs finish
```
**./config.mk**
```make
export PLATFORM = sky130hd
export DESIGN_NAME = softplus_8slice_piped
export DESIGN_NICKNAME = softplus_8slice_piped
export VERILOG_FILES = /design/flow/design.v
export SDC_FILE = /design/flow/constraint.sdc
export NUM_CORES = 4
export LEC_CHECK = 1
export CORE_UTILIZATION = 40
```
**./constraint.sdc**
```tcl
current_design softplus_8slice_piped

set clk_period 9.6
set clk_io_pct 0.2

create_clock -name clk0 -period $clk_period [get_ports {clk}]

set non_clock_inputs [all_inputs -no_clocks]
set_input_delay [expr $clk_period * $clk_io_pct] -clock clk0 $non_clock_inputs
set_output_delay [expr $clk_period * $clk_io_pct] -clock clk0 [all_outputs]
```
==> ci_impl_report.md <==
## PnR job results

| Metric | Value |
|---|---|
| Leak pwr | `5.79 nW` |
| Fp_density | `40.6%` |
| Predominant post-synthesis flop cell | `dfrtp_1` |
| Area grow syn2layout | `8.74%` |
| Total Power | `4.07 mW` |
| Min-Delay Path Class | `register to register` |
| Power per standard cell area | `354 nW/um2` |
| Layout cells sized above 1 | `3.30%` |
| Dominant comb cell | `adder cells` |
| Clk buf depth | `2` |
| CTS sink cnt | `96` |
| Crit path launch type | `register` |
| Setup_tns | `0 ns` |
| Reg2Reg Capture Point | `out_mul_stage2[7]$_DFF_PP0_` |
| DR WL met2 | `9770 um` |
| CP cell instances | `and2_1 -> fa_1 -> inv_1 -> fa_1 -> inv_1 -> fa_1 -> inv_1 -> fa_1 -> inv_1 -> fa_1 -> inv_1 -> fa_1 -> inv_1 -> ha_1 -> nand3_1 -> o211ai_1 -> a21oi_1 -> a211o_1 -> nand2_1 -> a31o_2 -> a21oi_1 -> o21ai_0` |
| Worst path bufs/invs | `6` |
| GRT overflow | `0` |
| # rows | `59` |
| First-pass GRT wire length | `37000 um` |
| Synth Cell Area | `10600 um2` |
| Die width | `164 um` |
| Clk pin slew, worst setup/hold paths | `0.07 ns` |
| Ant. Diodes | `0` |
| Synth mux share | `1.13%` |
| Outcome | `finished, final reports clean` |
| Post-synth EDFFs | `0` |
| Max FO, Critical Path | `15` |
| Placed wire-length estimate | `18900 um` |
| Worst clock skew | `0.0105 ns` |
| DR DRC count | `0` |
| DIE AREA | `27100 um2` |
| Final number of setup-violating endpoints | `0` |
| Top cell excl fill/tap | `inv_1` |
| Worst-Margin Slew | `0.918 ns` |
| GP Congestion | `0.926` |
| Die span in y | `164 um` |
| Max-cap violations | `0` |
| Crit Path Category | `register to register` |
| WL final | `22500 um` |
| Fin crit share | `69.4%` |
| Number of synthesis warnings | `2` |
| Yosys cell count | `1129` |
| Fmax | `0.150 GHz` |
| Critical Path RT | `9.77 ns` |
| Fa+ha+maj area frac | `38.1%` |
| Post-synth seq share | `22.7%` |
| Post-Synthesis Cells | `1129` |
| Synth unique cells | `73` |
| Via count | `7297` |
| Highest routed layer | `met4` |
| Top Ports | `34` |
| Routed wl met3 | `1640 um` |
| Detailed Routing Iterations Pass 1 | `6` |
| Reg2reg path depth | `22` |
| Final hold violation count | `0` |
| RSZ-0062 raised after global routing | `false` |
| Most numerous logic cells after layout | `219 x inv_1, 131 x ha_1, 119 x fa_1` |
| Starting DRC count in detailed routing | `320` |
| Setup repair bufs after CTS | `0` |
| Top cells by area | `dfrtp_1 23%, fa_1 23%, ha_1 16%` |
| Hold Crit Depth | `0` |
| Flop2flop setup slack | `2.94 ns` |
| CTS-repair resized insts | `0` |
| Complex Gates by Area | `10.2%` |
| Initial antenna violation count | `0` |
| Slew HR | `38.8%` |
| Filler instances | `2521` |
| CTS tree | `done` |
| CP endpoint kind | `register` |
| Area leader, netlist | `dfrtp_1` |
| Skew-Pair Late Insertion Delay | `0.35 ns` |
| Synth flops | `96` |
| Final min period | `6.66 ns` |
| Detail-routed via count per cell | `4.90` |
| Detail Route Antenna Nets | `0` |
| GRT Util Overall | `18.4%` |
| Core ar. | `26000 um2` |
| CP max-delay cell | `a21oi_1` |
| Hold Buf Count CTS | `0` |
| Syn avg cell area | `9.35 um2` |
| Xor/xnor share | `1.66%` |
| Simple share | `16.9%` |
| CTS H-tree depth | `3` |
| Delay-heaviest family, CP | `adder cells` |
| TritonCTS buffer count | `9` |
| Min-delay src | `custom_mux.m[10]$_DFF_PP0_` |
| Async set or reset register ratio after synthesis | `100%` |
| Largest net degree at the start of global routing | `60` |
| Vias in the first global route | `7333` |
| Reg-to-Reg Start | `m_out_stage1[5]$_DFF_PP0_` |
| Routed len/inst | `15.1 um` |
| Met1 WL | `10600 um` |
| Max stage delay on crit path | `0.73 ns` |
| Slew Viols, Final | `0` |
| Peak supply drop | `0.185 mV` |
| Dominant cell area share | `22.7%` |
| Tool warning count | `53` |
| Hold path endpoint | `m_out_stage1[10]$_DFF_PP0_` |
| Port Buffers | `33` |
| Clock Tree Root | `clkbuf_16` |
| Yosys Chip Area | `10600 um2` |
| Worst Path Arrival | `6.83 ns` |
==> cells by family after synthesis <==
family | Yosys count
AND/OR/NAND/NOR | 343
adder cells (fa/ha/maj) | 250
buffers and inverters | 249
AND-OR/OR-AND | 160
flip-flops | 96
XOR/XNOR | 20
multiplexers | 11
==> stage by stage <==
stage	cell area [um2]	utilization [%]	hold WS (ns)	setup slack, ns	std cells
floorplan	10600	-	0.331	3.74	1129
global placement	11200	43.1	0.332	2.98	1472
detailed placement	11200	43.1	0.335	2.89	1472
CTS	11500	44.2	0.350	2.87	1488
global route	11500	44.2	0.359	2.47	1488
finish	11500	44.2	0.348	2.94	1488
==> where the power goes <==
group	total, mW	switching (mW)	internal (mW)
Combinational	3.15	1.75	1.40
Sequential	0.577	0.0783	0.499
Clock	0.340	0.157	0.182
Total	4.07	1.99	2.08
==> how the worst max path moves through the flow <==
stage | startpoint | endpoint | cells after the start
global route | m_out_stage1[5]$_DFF_PP0_ | out_mul_stage2[7]$_DFF_PP0_ | 22
CTS | m_out_stage1[5]$_DFF_PP0_ | out_mul_stage2[7]$_DFF_PP0_ | 22
finish | m_out_stage1[5]$_DFF_PP0_ | out_mul_stage2[7]$_DFF_PP0_ | 22
==> state kept, by name (all words and copies together) (netlist names) <==
name,flops
c_out_stage2,12
custom_mux.m,10
c_out_stage1,12
out_mul_stage2,16
m_out_stage1,10
data_in_stage1,16
custom_mux.flag,8
custom_mux.c,12
==> metal layers <==
metal / vias to the layer above / track usage (%)
met5: - / 0
met4: 0 / 2.88
met3: 28 / 5.86
met2: 162 / 27.3
met1: 3464 / 27.8
li1: 3643 / -
==> Yosys cell counts (6+ instances only) <==
cell and n:
a211oi_1 12, a21o_1 6, a21oi_1 47, a31oi_1 10
and2_1 107, and3_1 8, buf_2 8, clkbuf_1 16
dfrtp_1 96, fa_1 119, ha_1 131, inv_1 220
mux2i_1 7, nand2_1 100, nand2b_1 9, nand3_1 16
nor2_1 46, nor3_1 14, nor4_1 6, o211ai_1 8
o21a_1 9, o21ai_0 21, o21bai_1 10, o31ai_1 6
or3_1 9, xnor2_1 15
==> final cells by class <==
cell class | count | area (um2) | area share [%]
Clock buffer | 10 | 229 | 1.99
Clock inverter | 6 | 62.6 | 0.545
Inverter | 221 | 832 | 7.24
Multi-Input combinational cell | 784 | 7190 | 62.6
Sequential cell | 96 | 2400 | 20.9
Tap cell | 335 | 419 | 3.65
Timing Repair Buffer | 36 | 353 | 3.07
Power figures rest on the tool's default switching activity, not on a simulated workload.
