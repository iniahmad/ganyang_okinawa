--- flow/design.v ---
module decoder_fixed_point_pipeline
#(
    parameter N_input = 2,         
    parameter M_output = 9,        
    parameter BITSIZE = 16         
)
(
    input wire clk,                                      
    input wire reset,                                    
    input wire signed [N_input*BITSIZE-1:0] z,           
    input wire signed [N_input*M_output*BITSIZE-1:0] w,  
    input wire signed [M_output*BITSIZE-1:0] b,          
    output wire signed [M_output*BITSIZE-1:0] out        
);
    wire signed [BITSIZE-1:0] mult_result [0:N_input-1][0:M_output-1];     
    reg signed [BITSIZE-1:0] mult_result_reg [0:N_input-1][0:M_output-1];  
    wire signed [BITSIZE-1:0] adder_tree_result [0:M_output-1];            
    reg signed [BITSIZE-1:0] adder_tree_reg [0:M_output-1];                
    wire signed [BITSIZE-1:0] final_result [0:M_output-1];                 
    reg signed [BITSIZE-1:0] final_result_reg [0:M_output-1];              
    genvar i, j;
    generate
        for (i = 0; i < N_input; i = i + 1) begin : gen_mult_input
            for (j = 0; j < M_output; j = j + 1) begin : gen_mult_weight
                fixed_point_multiply mult_inst
                (
                    .A(z[(i+1)*BITSIZE-1:i*BITSIZE]),                 
                    .B(w[(j*N_input + i)*BITSIZE +: BITSIZE]),        
                    .C(mult_result[i][j])                             
                );
                always @(posedge clk or posedge reset) begin
                    if (reset) begin
                        mult_result_reg[i][j] <= 0;
                    end else begin
                        mult_result_reg[i][j] <= mult_result[i][j];
                    end
                end
            end
        end
    endgenerate
    generate
        for (j = 0; j < M_output; j = j + 1) begin : gen_adder_tree
            wire signed [BITSIZE-1:0] adder_tree_sum;
            fixed_point_add adder_tree_inst
            (
                .A(mult_result_reg[0][j]),                      
                .B(mult_result_reg[1][j]),                      
                .C(adder_tree_sum)                              
            );
            always @(posedge clk or posedge reset) begin
                if (reset) begin
                    adder_tree_reg[j] <= 0;
                end else begin
                    adder_tree_reg[j] <= adder_tree_sum;
                end
            end
        end
    endgenerate
    generate
        for (j = 0; j < M_output; j = j + 1) begin : gen_bias_addition
            wire signed [BITSIZE-1:0] bias_sum;
            fixed_point_add bias_adder_inst
            (
                .A(adder_tree_reg[j]),                              
                .B(b[(j+1)*BITSIZE-1:j*BITSIZE]),                   
                .C(bias_sum)                                        
            );
            always @(posedge clk or posedge reset) begin
                if (reset) begin
                    final_result_reg[j] <= 0;
                end else begin
                    final_result_reg[j] <= bias_sum;
                end
            end
            assign out[(j+1)*BITSIZE-1:j*BITSIZE] = final_result_reg[j];
        end
    endgenerate
endmodule
module fixed_point_add #(parameter BITSIZE = 16) (
    input [BITSIZE-1:0] A,   
    input [BITSIZE-1:0] B,   
    output [BITSIZE-1:0] C   
);
    wire sign_A = A[BITSIZE-1];          
    wire sign_B = B[BITSIZE-1];          
    wire [BITSIZE-2:0] value_A = A[BITSIZE-2:0];  
    wire [BITSIZE-2:0] value_B = B[BITSIZE-2:0];  
    wire [BITSIZE-1:0] sum;
    wire result_sign;
    wire [BITSIZE-2:0] result_value;
    assign sum = (sign_A == sign_B) ? (value_A + value_B) : 
                 (value_A > value_B ? (value_A - value_B) : (value_B - value_A));
    assign result_sign = (sign_A == sign_B) ? sign_A : (value_A > value_B ? sign_A : sign_B);
    wire overflow = (sign_A == sign_B) && ((sum[BITSIZE-1]));
    assign result_value = overflow ? {BITSIZE-1{1'b1}} : sum[BITSIZE-2:0];
    assign C = {result_sign, result_value};
endmodule
module fixed_point_multiply #(parameter BITSIZE = 16, parameter FRAC = 11 ) (
    input  [BITSIZE-1:0] A,   
    input  [BITSIZE-1:0] B,   
    output [BITSIZE-1:0] C    
);
    wire sign_A = A[BITSIZE-1];
    wire sign_B = B[BITSIZE-1];
    wire [BITSIZE-2:0] mag_A = A[BITSIZE-2:0];
    wire [BITSIZE-2:0] mag_B = B[BITSIZE-2:0];
    wire [(2*BITSIZE)-3:0] product_unsigned = mag_A * mag_B;
    wire [BITSIZE-2:0] normalized_product = product_unsigned[25:11];
    wire result_sign = sign_A ^ sign_B;  
    wire [6:0] overflow = 7'b1111111 & product_unsigned[(2*BITSIZE)-3:26];
    assign C = overflow ? {result_sign, 15'b111_1111_1111_1111} : {result_sign, normalized_product[BITSIZE-2:0]};  
endmodule
--- flow/run.sh ---
#!/bin/bash
# OpenROAD 26Q1-2900-gdf79404cd8, Yosys 0.63+post, stock flow scripts
make -C /OpenROAD-flow-scripts/flow DESIGN_CONFIG=/design/flow/config.mk WORK_HOME=/design/flow/orfs finish
--- flow/config.mk ---
export PLATFORM = sky130hd
export DESIGN_NAME = decoder_fixed_point_pipeline
export DESIGN_NICKNAME = decoder_fixed_point_pipeline
export VERILOG_FILES = /design/flow/design.v
export SDC_FILE = /design/flow/constraint.sdc
export NUM_CORES = 4
export LEC_CHECK = 1
export CORE_UTILIZATION = 30
--- flow/constraint.sdc ---
current_design decoder_fixed_point_pipeline

set clk_period 12.9
set clk_io_pct 0.2

create_clock -name clk0 -period $clk_period [get_ports {clk}]

set non_clock_inputs [all_inputs -no_clocks]
set_input_delay [expr $clk_period * $clk_io_pct] -clock clk0 $non_clock_inputs
set_output_delay [expr $clk_period * $clk_io_pct] -clock clk0 [all_outputs]
==> results.json <==
{
  "rows": 286,
  "grt_first_pass_wirelength_um": 875000,
  "clkTransAtPathRegs_ns": 0.06,
  "ir_drop_mv": 0.264,
  "grt_max_degree": 98,
  "r2r-start": "mult_result_reg[0][9]$_DFF_PP0_",
  "p_total_w": 0.0522,
  "hold_start": "adder_tree_reg[1][15]$_DFF_PP0_",
  "syn_area_mm2": 0.183,
  "antenna_found_initial": 150,
  "worstPathRequired_ns": 13.59,
  "worstMarginPinSlew_ns": 0.929,
  "vias": 139000,
  "hold_violations": 0,
  "portBuffers": 609,
  "instances_no_fill": 29200,
  "hp-class": "register to register",
  "critPathTopFamily": "adder cells",
  "setup_slack_ns": 3.37,
  "top_area_cell": "fa_1",
  "min_period_over_period_pct": 73.9,
  "drc": 0,
  "r2r_end": "adder_tree_reg[0][13]$_DFF_PP0_",
  "wl_per_cell_um": 19.4,
  "track_usage_pct": 19.5,
  "critPathLaunch": "w[243]",
  "synth-seq-area-share_pct": 7.89,
  "initCoreUtil_pct": 30.1,
  "syn_inst": 21100,
  "pin_count": 610,
  "slowest_delay_ns": 0.68,
  "cts_root_buf": "clkbuf_16",
  "fmax_mhz": 105,
  "synthTopCellsByArea": "fa_1, ha_1, and2_1",
  "cp_max_fo": 15,
  "drive_above_1_share_pct": 2.85,
  "core_mm2": 0.607,
  "cellPowerDensity_mw_per_mm2": 261,
  "post_cts_buffers": 0,
  "gp_congestion": 0.949,
  "whs_ns": 0.532,
  "area_growth_pct": 9.54,
  "criticalPathCategory": "primary input to register",
  "setup_viol": 0,
  "cts_max_level": 3,
  "n_fill_cell": 61800,
  "async_reset_ff_share_pct": 100,
  "ys_warn_count": 7,
  "worstPathBufferInverterCount": 7,
  "synth_cell_types": 91,
  "largest_reg_flops": 288,
  "rrSetupSlack_ns": 7.97,
  "crit_path_end_kind": "register",
  "rr_worst_depth": 12,
  "wl_um": 567000,
  "start_kind": "primary input",
  "fp.dieW_um": 782,
  "clock-sinks": 576,
  "crit_slowest_cell": "clkdlybuf4s50_1",
  "fin_worst_skew_ns": 0.0845,
  "drt_iter0_drc": 6396,
  "yosysChipArea_mm2": 0.183,
  "grt_setup_unrepaired": "false",
  "cp_num_cells": 25,
  "slew_headroom_pct": 37.6,
  "p_leak_nw": 101,
  "drv_slew": 0,
  "enable_flop_cells": 0,
  "postRouteAntennaNets": 0,
  "cp-endpoint": "mult_result_reg[16][7]$_DFF_PP0_",
  "clock_path_buffers": 4,
  "pre_cts_ws_ns": 2.46,
  "syn_avg_cell_area_um2": 8.67,
  "setup-tns-final_ns": 0,
  "dieArea_mm2": 0.612,
  "grt_pass1_vias": 144000,
  "netlist.area_leader.share_pct": 33.3,
  "cts-resized-gates": 0,
  "first_pass_iters": 6,
  "clk_latency_ns": 0.86,
  "flop_cell": "dfrtp_1",
  "place_hpwl_um": 468000,
  "dp_cells": 29000,
  "fin_crit_ns": 9.53,
  "outcome": "complete, no violations",
  "warning_count": 547,
  "ys_cells": 21100,
  "numSynthFlops": 576,
  "die_h_um": 782,
  "cts_tree": "built",
  "regArea_mm2": 0.0144,
  "cp.arrival_ns": 10.22,
  "logic_area_mm2": 0.149,
  "cts_buffers": 87,
  "ctsHoldBuffers": 0,
  "final_cell_mix": "inv_1, fa_1, and2_1",
  "grt-ovfl-total": 0,
  "vias_per_cell": 4.75,
  "max_cap_violations": 0,
  "final_common_cell": "inv_1"
}
synth_stat cells (26+ instances only):
cell	instances
o21a_1	82
nand3_1	166
a221oi_1	48
inv_1	4179
o21bai_1	149
a21oi_1	759
dfrtp_1	576
a31oi_1	101
or3_1	69
ha_1	2430
xnor2_1	256
xor2_1	192
a21o_1	294
or2_2	29
o31a_1	27
nor3_1	200
nor2_1	549
nor3b_1	26
o31ai_1	69
and3_1	89
o311ai_0	27
a211o_1	30
o21ai_0	557
nand2_1	2142
a211oi_1	82
and2_1	2558
clkbuf_1	977
mux2i_1	160
nor4_1	28
fa_1	3042
o221ai_1	30
nor2b_1	136
o211ai_1	80
a221o_1	37
mux2_2	75
nand4_1	119
nand2b_1	208
o22ai_1	59
kinds of logic (layout without fill, tap and decap cells):
group | after synthesis | after routing | share of synthesized area [%]
XOR/XNOR | 448 | 448 | 2.15
adder cells (fa/ha/maj) | 5472 | 5472 | 50.0
other | 0 | 79 | 0
buffers and inverters | 5189 | 5171 | 10.7
AND-OR/OR-AND | 2751 | 2751 | 9.84
flip-flops | 576 | 576 | 7.89
AND/OR/NAND/NOR | 6406 | 6406 | 18.1
multiplexers | 235 | 235 | 1.34
stage by stage:
stage	utilization, %	instance area (um2)
after floorplan	-	183000
after global placement	32.5	197000
after detailed placement	32.5	197000
after CTS	33.0	200000
after global routing	33.0	200000
final	33.0	200000
power by group:
group	switching, W	internal, W	total [W]
logic	0.0274	0.0187	0.0462
registers	0.000886	0.00254	0.00343
clock network	0.00104	0.00152	0.00256
final cells by class:
cell class	instances	area share, %
clock inverters	45	0.321
inverters	4179	7.84
flip-flops and latches	576	7.20
repair buffers	843	3.93
well taps	8064	5.04
clock buffers	104	1.17
multi-input cells	15300	74.4
diodes	79	0.0988
routing by layer:
metal	vias to the layer above	global-route usage, %	routed length (um)
met1	68800	25.5	232000
li1	65500	-	-
met5	-	0.0392	502
met2	3640	30.5	262000
met4	82	8.28	29800
met3	725	5.87	43100
how the worst min path moves through the flow:
stage	to	slack, ns	depth (start not counted)
after CTS	final_result_reg[1][15]$_DFF_PP0_	0.53	1
final	final_result_reg[1][15]$_DFF_PP0_	0.53	1
after global routing	adder_tree_reg[4][15]$_DFF_PP0_	0.56	1
No activity file was given, so power comes from the tool's default toggle rates.
