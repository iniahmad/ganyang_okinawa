==> design/flow/design.v <==
module encoder_fixed_point #(
    parameter N_input = 9,         
    parameter M_output = 4,        
    parameter BITSIZE = 32         
)(
    input wire signed [N_input*BITSIZE-1:0] x,            
    input wire signed [N_input*M_output*BITSIZE-1:0] w,   
    input wire signed [M_output*BITSIZE-1:0] b,           
    output wire signed [M_output*BITSIZE-1:0] out         
);
    wire signed [BITSIZE-1:0] mult_result [0:N_input-1][0:M_output-1];     
    wire signed [BITSIZE-1:0] tree_sum_result [0:M_output-1];              
    wire signed [BITSIZE-1:0] final_result [0:M_output-1];                 
    genvar i, j;
    generate
        for (i = 0; i < N_input; i = i + 1) begin : gen_x
            for (j = 0; j < M_output; j = j + 1) begin : gen_w
                fixed_point_multiply mult_inst (
                    .A(x[(i+1)*BITSIZE-1:i*BITSIZE]),
                    .B(w[(j*N_input + i)*BITSIZE +: BITSIZE]),
                    .C(mult_result[i][j])
                );
            end
        end
    endgenerate
    generate
        for (j = 0; j < M_output; j = j + 1) begin : gen_adder_tree
            wire signed [BITSIZE-1:0] level1_sum [0:4];
            for (i = 0; i < 4; i = i + 1) begin : level1
                fixed_point_add adder_level1 (
                    .A(mult_result[2*i][j]),
                    .B(mult_result[2*i+1][j]),
                    .C(level1_sum[i])
                );
            end
            assign level1_sum[4] = mult_result[8][j];  
            wire signed [BITSIZE-1:0] level2_sum [0:2];
            for (i = 0; i < 2; i = i + 1) begin : level2
                fixed_point_add adder_level2 (
                    .A(level1_sum[2*i]),
                    .B(level1_sum[2*i+1]),
                    .C(level2_sum[i])
                );
            end
            assign level2_sum[2] = level1_sum[4];  
            wire signed [BITSIZE-1:0] level3_sum;
            fixed_point_add adder_level3 (
                .A(level2_sum[0]),
                .B(level2_sum[1]),
                .C(level3_sum)
            );
            fixed_point_add adder_final (
                .A(level3_sum),
                .B(level2_sum[2]),
                .C(tree_sum_result[j])
            );
        end
    endgenerate
    generate
        for (j = 0; j < M_output; j = j + 1) begin : gen_bias
            fixed_point_add adder_bias (
                .A(tree_sum_result[j]),
                .B(b[(j+1)*BITSIZE-1:j*BITSIZE]),
                .C(final_result[j])
            );
            assign out[(j+1)*BITSIZE-1:j*BITSIZE] = final_result[j];
        end
    endgenerate
endmodule
module fixed_point_add #(parameter BITSIZE = 16) (
    input [BITSIZE-1:0] A,   
    input [BITSIZE-1:0] B,   
    output [BITSIZE-1:0] C   
);
    wire sign_A = A[BITSIZE-1];          
    wire sign_B = B[BITSIZE-1];          
    wire [BITSIZE-2:0] value_A = A[BITSIZE-2:0];  
    wire [BITSIZE-2:0] value_B = B[BITSIZE-2:0];  
    wire [BITSIZE-1:0] sum;
    wire result_sign;
    wire [BITSIZE-2:0] result_value;
    assign sum = (sign_A == sign_B) ? (value_A + value_B) : 
                 (value_A > value_B ? (value_A - value_B) : (value_B - value_A));
    assign result_sign = (sign_A == sign_B) ? sign_A : (value_A > value_B ? sign_A : sign_B);
    wire overflow = (sign_A == sign_B) && ((sum[BITSIZE-1]));
    assign result_value = overflow ? {BITSIZE-1{1'b1}} : sum[BITSIZE-2:0];
    assign C = {result_sign, result_value};
endmodule
module fixed_point_multiply #(parameter BITSIZE = 16, parameter FRAC = 11 ) (
    input  [BITSIZE-1:0] A,   
    input  [BITSIZE-1:0] B,   
    output [BITSIZE-1:0] C    
);
    wire sign_A = A[BITSIZE-1];
    wire sign_B = B[BITSIZE-1];
    wire [BITSIZE-2:0] mag_A = A[BITSIZE-2:0];
    wire [BITSIZE-2:0] mag_B = B[BITSIZE-2:0];
    wire [(2*BITSIZE)-3:0] product_unsigned = mag_A * mag_B;
    wire [BITSIZE-2:0] normalized_product = product_unsigned[25:11];
    wire result_sign = sign_A ^ sign_B;  
    wire [6:0] overflow = 7'b1111111 & product_unsigned[(2*BITSIZE)-3:26];
    assign C = overflow ? {result_sign, 15'b111_1111_1111_1111} : {result_sign, normalized_product[BITSIZE-2:0]};  
endmodule
==> design/flow/run.sh <==
#!/bin/bash
# OpenROAD 26Q1-2900-gdf79404cd8, Yosys 0.63+post, stock flow scripts
make -C /OpenROAD-flow-scripts/flow DESIGN_CONFIG=/design/flow/config.mk WORK_HOME=/design/flow/orfs finish
==> design/flow/config.mk <==
export PLATFORM = sky130hd
export DESIGN_NAME = encoder_fixed_point
export DESIGN_NICKNAME = encoder_fixed_point
export VERILOG_FILES = /design/flow/design.v
export SDC_FILE = /design/flow/constraint.sdc
export NUM_CORES = 4
export LEC_CHECK = 1
export CORE_UTILIZATION = 40
==> design/flow/constraint.sdc <==
current_design encoder_fixed_point

set clk_period 73.0
set clk_io_pct 0.2

create_clock -name clk0 -period $clk_period

set non_clock_inputs [all_inputs -no_clocks]
set_input_delay [expr $clk_period * $clk_io_pct] -clock clk0 $non_clock_inputs
set_output_delay [expr $clk_period * $clk_io_pct] -clock clk0 [all_outputs]
==> deck_impl_summary.md <==
Synthesis and Place & Route Summary

Pwr
  • Switching pwr: between 0.2 and 0.25 W
  • Internal cell power: about 0.14 W
  • Pwr dens: ~1000 mW/mm²
  • Switching portion of total power: 0.619
  • Cell leakage power: between 150 and 200 nW
  • Maximum VDD drop: roughly 4 mV

Route
  • Average routed wire per standard cell: between 20 and 25 µm
  • Number of nets with antenna violations after detailed routing: 0
  • Number of vias per cell: 5.23
  • Aggregate routed wire length: 1080000 µm
  • DR DRC count: 0
  • Router iterations before antenna repair: 8
  • Number of vias in the routed layout: 272000
  • DRC marker count from the first detailed-route iteration: between 10000 and 15000

STA
  • Transition at the pin with the smallest max-transition slack: approximately 1.1 ns
  • Total count of hold-check failures in the final report: 0
  • Period utilisation layout: 0.790
  • Setup repair after global routing missed its margin: no
  • Total setup violations reported at the end of the flow: 0
  • Max-slew violation count: 0
  • Achievable frequency: 17.3 MHz
  • Final setup TNS: 0 ns
  • Minimum clock period after layout: about 58 ns
  • Worst rel slew slack: 0.245

Worst hold path
  • Worst min-delay path category: in2out

Cells and area
  • Registers: 0
  • Area occupied by multi-input gates: slightly above 0.3 mm²
  • Tally of clock buffers in the finished layout: 0
  • # fillers: ~82000
  • Area added between synthesis and finish: 5.93%
  • Tally of non-filler cells in the final layout: ~52000
  • Final Cell Area: between 0.3 and 0.4 mm²
  • Most common cell after layout, fill and taps aside: inv_1
  • Flip-flop and latch area: 0 µm²
  • Most frequently placed logic cells in the final layout: inv_1, fa_1, and2_1
  • Share of post-route cells with drive strength above 1: 0.0382

Synthesis
  • Unique masters post-synth: approximately 110
  • Synth Warn #: 9
  • Chip area estimate from yosys synthesis: ~0.34 mm²
  • Sequential share of the synthesized area: 0
  • Mapped Cells: just over 40000
  • Total cells reported by yosys after synthesis: approximately 41000
  • Summed instance area of the synthesized netlist: 0.339 mm²
  • Avg Cell Area, Syn: roughly 8.2 µm²

Setup path
  • Category of the worst setup path capture point: primary output
  • Worst Path Required: roughly 60 ns
  • CP Launch Type: primary input
  • Crit path arrival time: between 40 and 50 ns
  • Biggest cell delay along the critical path: 0.79 ns
  • Crit-path slowest cell: a221oi_1
  • Critical Path Fanout Max: 17
  • Crit path kind: in2out

Die
  • Core area: between 0.8 and 0.9 mm²
  • Number of I/O pins: 1696
  • Vertical die dimension: ~920 µm
  • Horizontal die dimension: just over 900 µm
  • Die Outline Area: about 0.85 mm²
  • Site Rows: between 300 and 400
  • Starting density of the core: 0.402

Global route
  • Largest net degree at the start of global routing: 60
  • GR Overflow Total: 0
  • Antenna violations before repair: 257
  • First-pass GRT wire length: 1680000 µm
  • Total routing usage reported by global routing: 0.268
  • Number of global-route vias before repair: 281000

Placed design
  • PortBufs: 848
  • Sum of net half-perimeters after detailed placement: slightly above 900000 µm
  • Number of cells after detailed placement: ~52000
  • Placed inst area: between 0.3 and 0.4 mm²
  • Final weighted congestion in routability-driven placement: roughly 1

Flow run
  • Tool warnings: between 1000 and 1500
  • Max-Cap Viols: 0

Clock network
  • Number of cells upsized or downsized after cts: 0
  • Number of buffers inserted to repair setup after CTS: 0
  • Hold buffer count at cts: 0

Status
  • Status: completed
critical path, delay by kind of cell:
kind	cells	cell delay [ns]
mux	3	0.79
simple gates	27	7.76
xor+xnor	1	0.14
compound gates	34	10.95
fa+ha+maj	12	5.76
buf+inv	12	2.97
synth_stat cells, types with 285 or more instances:
library cell	instances	area [µm²]
mux2i_1	369	3690
nand3_1	310	1550
ha_1	4860	60800
and3_1	290	1810
inv_1	7591	28500
or2_2	329	2060
xnor2_1	529	4630
and2_1	5120	32000
nor2_1	1652	6200
fa_1	6084	122000
nand2b_1	285	1780
a21oi_1	1430	7160
a21o_1	563	4230
o21bai_1	336	2520
nor3_1	446	2230
o21ai_0	884	4420
nand2_1	4231	15900
clkbuf_1	1977	7420
through the flow:
stage / total power [W] / utilization / hold slack, ns / setup WS (ns)
finish: 0.374 / 0.426 / 30.27 / 15.35
global route: 0.399 / 0.426 / 30.39 / 13.76
CTS: 0.375 / 0.425 / 30.29 / 15.63
detailed placement: 0.373 / 0.425 / 30.29 / 15.71
global placement: 0.372 / 0.425 / 30.28 / 15.67
floorplan: 0.294 / - / 29.36 / 22.19
final timing paths:
kind,from,end,slack [ns],depth (start not counted)
setup / recovery,w[931],out[109],15.35,89
hold / removal,b[111],out[111],30.27,4
area by class of cell:
cell class                 instances  area share
tap                            11200      0.0389
antenna                          276     0.00192
timing repair buffer            1545      0.0363
multi-input combinational      31500       0.844
inverter                        7594      0.0793
logic make-up after synthesis:
family	count (synthesis)	synth area share
compound gates	5623	0.112
fa+ha+maj	10900	0.538
other cells	1	0.0000111
xor+xnor	764	0.0198
buf+inv	9716	0.108
mux	514	0.0157
simple gates	13600	0.206
routing by layer:
layer	vias to the layer above	track usage	routed length, µm
met4	176	0.0832	43400
met5	-	0.00937	1980
met2	8673	0.395	467000
met1	134000	0.369	453000
li1	128000	-	-
met3	1169	0.110	112000
No activity file was given, so power comes from the tool's default toggle rates.
