$ cat ./run.sh
#!/bin/bash
# OpenROAD 26Q1-2900-gdf79404cd8, Yosys 0.63+post, stock flow scripts
make -C /OpenROAD-flow-scripts/flow DESIGN_CONFIG=/design/flow/config.mk WORK_HOME=/design/flow/orfs finish
$ cat ./config.mk
export PLATFORM = sky130hd
export DESIGN_NAME = enc_1
export DESIGN_NICKNAME = enc_1
export VERILOG_FILES = /design/flow/design.v
export SDC_FILE = /design/flow/constraint.sdc
export NUM_CORES = 4
export LEC_CHECK = 1
export CORE_AREA = 10 10 822 822
export DIE_AREA = 0 0 832 832
$ cat ./constraint.sdc
current_design enc_1

set clk_period 34.5
set clk_io_pct 0.2

create_clock -name clk0 -period $clk_period [get_ports {clk}]

set non_clock_inputs [all_inputs -no_clocks]
set_input_delay [expr $clk_period * $clk_io_pct] -clock clk0 $non_clock_inputs
set_output_delay [expr $clk_period * $clk_io_pct] -clock clk0 [all_outputs]
$ cat ./design.v
module enc_1 #(parameter BITSIZE = 16) (
    input wire  clk,
    input wire  reset,
    input wire  [BITSIZE*10-1:0]   x,   
    input wire  [BITSIZE*6*10-1:0] w,   
    input wire  [BITSIZE*6-1:0]    b,   
    output wire [BITSIZE*6-1:0]    y    
);
wire [BITSIZE-1:0] in_mul_1    [5:0];
wire [BITSIZE-1:0] in_mul_2    [5:0];
wire [BITSIZE-1:0] out_mul     [5:0];  
reg  [BITSIZE-1:0] out_mul_reg [5:0];
wire [BITSIZE-1:0] in_add      [5:0];  
reg  [BITSIZE-1:0] in_add_reg  [5:0];
wire [BITSIZE-1:0] out_add     [5:0];  
reg  [3:0] j;                          
reg  done;
always @(posedge clk or posedge reset) begin
    if (reset) begin
        j <= 0;
        done <= 0;
        out_mul_reg[0] <= 0; out_mul_reg[1] <= 0; out_mul_reg[2] <= 0; out_mul_reg[3] <= 0; out_mul_reg[4] <= 0; out_mul_reg[5] <= 0;  
        in_add_reg[0]  <= 0; in_add_reg[1]  <= 0; in_add_reg[2]  <= 0; in_add_reg[3]  <= 0; in_add_reg[4]  <= 0; in_add_reg[5]  <= 0;
    end else begin
        if (!done) begin
            out_mul_reg[0] <= out_mul[0];
            out_mul_reg[1] <= out_mul[1];
            out_mul_reg[2] <= out_mul[2];
            out_mul_reg[3] <= out_mul[3];
            out_mul_reg[4] <= out_mul[4];
            out_mul_reg[5] <= out_mul[5];
            in_add_reg[0] <= in_add[0];
            in_add_reg[1] <= in_add[1];
            in_add_reg[2] <= in_add[2];
            in_add_reg[3] <= in_add[3];
            in_add_reg[4] <= in_add[4];
            in_add_reg[5] <= in_add[5];
            if (j < 10) begin
                j <= j + 1;
            end else begin
                done <= 1;
            end
        end
    end
end
genvar idx;
generate
    for (idx = 0; idx < 6; idx = idx + 1) begin : multiplier
        assign in_mul_1 [idx] = (j == 0) ? x[(BITSIZE*0) +: BITSIZE] :
                                (j == 1) ? x[(BITSIZE*1) +: BITSIZE] :
                                (j == 2) ? x[(BITSIZE*2) +: BITSIZE] :
                                (j == 3) ? x[(BITSIZE*3) +: BITSIZE] :
                                (j == 4) ? x[(BITSIZE*4) +: BITSIZE] :
                                (j == 5) ? x[(BITSIZE*5) +: BITSIZE] :
                                (j == 6) ? x[(BITSIZE*6) +: BITSIZE] :
                                (j == 7) ? x[(BITSIZE*7) +: BITSIZE] :
                                (j == 8) ? x[(BITSIZE*8) +: BITSIZE] : x[(BITSIZE*9) +: BITSIZE];
        assign in_mul_2 [idx] = (j == 0) ? w[(BITSIZE*6*9) + (BITSIZE*idx) +: BITSIZE] :
                                (j == 1) ? w[(BITSIZE*6*8) + (BITSIZE*idx) +: BITSIZE] :
                                (j == 2) ? w[(BITSIZE*6*7) + (BITSIZE*idx) +: BITSIZE] :
                                (j == 3) ? w[(BITSIZE*6*6) + (BITSIZE*idx) +: BITSIZE] :
                                (j == 4) ? w[(BITSIZE*6*5) + (BITSIZE*idx) +: BITSIZE] :
                                (j == 5) ? w[(BITSIZE*6*4) + (BITSIZE*idx) +: BITSIZE] :
                                (j == 6) ? w[(BITSIZE*6*3) + (BITSIZE*idx) +: BITSIZE] :
                                (j == 7) ? w[(BITSIZE*6*2) + (BITSIZE*idx) +: BITSIZE] :
                                (j == 8) ? w[(BITSIZE*6*1) + (BITSIZE*idx) +: BITSIZE] : w[(BITSIZE*6*0) + (BITSIZE*idx) +: BITSIZE];
        fixed_point_multiply mul (
            .A(in_mul_1[idx]),  
            .B(in_mul_2[idx]),  
            .C(out_mul [idx])
        );
    end
endgenerate
generate
    for (idx = 0; idx < 6; idx = idx + 1) begin : adder
        assign in_add[idx] = (j == 0) ? b[BITSIZE*idx +: BITSIZE] : out_add[idx];
        fixed_point_add add (
            .A(out_mul_reg[idx]),
            .B(in_add_reg [idx]),
            .C(out_add    [idx])
        );
        assign y[BITSIZE*idx +: BITSIZE] = in_add_reg[idx];
    end
endgenerate
endmodule
module fixed_point_add #(parameter BITSIZE = 16) (
    input [BITSIZE-1:0] A,   
    input [BITSIZE-1:0] B,   
    output [BITSIZE-1:0] C   
);
    wire sign_A = A[BITSIZE-1];          
    wire sign_B = B[BITSIZE-1];          
    wire [BITSIZE-2:0] value_A = A[BITSIZE-2:0];  
    wire [BITSIZE-2:0] value_B = B[BITSIZE-2:0];  
    wire [BITSIZE-1:0] sum;
    wire result_sign;
    wire [BITSIZE-2:0] result_value;
    assign sum = (sign_A == sign_B) ? (value_A + value_B) : 
                 (value_A > value_B ? (value_A - value_B) : (value_B - value_A));
    assign result_sign = (sign_A == sign_B) ? sign_A : (value_A > value_B ? sign_A : sign_B);
    wire overflow = (sign_A == sign_B) && ((sum[BITSIZE-1]));
    assign result_value = overflow ? {BITSIZE-1{1'b1}} : sum[BITSIZE-2:0];
    assign C = {result_sign, result_value};
endmodule
module fixed_point_multiply #(parameter BITSIZE = 16, parameter FRAC = 11 ) (
    input  [BITSIZE-1:0] A,   
    input  [BITSIZE-1:0] B,   
    output [BITSIZE-1:0] C    
);
    wire sign_A = A[BITSIZE-1];
    wire sign_B = B[BITSIZE-1];
    wire [BITSIZE-2:0] mag_A = A[BITSIZE-2:0];
    wire [BITSIZE-2:0] mag_B = B[BITSIZE-2:0];
    wire [(2*BITSIZE)-3:0] product_unsigned = mag_A * mag_B;
    wire [BITSIZE-2:0] normalized_product = product_unsigned[25:11];
    wire result_sign = sign_A ^ sign_B;  
    wire [6:0] overflow = 7'b1111111 & product_unsigned[(2*BITSIZE)-3:26];
    assign C = overflow ? {result_sign, 15'b111_1111_1111_1111} : {result_sign, normalized_product[BITSIZE-2:0]};  
endmodule
==> results.tsv <==
metric	value	unit
biggest area cells	fa_1, ha_1, inv_1	
actual slew at the worst max-slew pin	1.23	ns
stage-log warning count	202	
via count	73200	
Post-synth regs	197	
DP HPWL	474000	um
cell row count	298	
Final Max Tran Viols	0	
first-pass GRT wire length	698000	um
Synth top area share	28.0	%
Worst EP required	34.97	ns
Area Overhead vs Synth	37.3	%
status	complete, no violations	
Async S/R FF share, synth	100	%
yosys stat area	0.0725	mm2
post-layout min period	16.99	ns
initial antenna violation count	286	
Crit Path Category	input pin to flop	
Avg WL per Cell	27.4	um
pin count of the biggest net entering global routing	89	
clock latency (worst-skew pair)	0.62	ns
Setup TNS	0	ns
register area share after synthesis	6.80	%
chip area	0.692	mm2
type of the worst min-delay path	flop to flop	
Worst Path Arrival	17.46	ns
WL final	535000	um
slew margin rel.	17.7	%
core area	0.658	mm2
PortBufs	1313	
htree depth	4	
Post-CTS Setup Bufs	0	
fraction of layout cells with a size suffix above 1	7.16	%
clk_skew	0.0659	ns
DRT iter0 DRCs	4333	
TritonCTS clock tree	built	
post-synth cell types	105	
Leak Pwr	43.6	nW
# Cells Yosys	9418	
number of synthesized flops with an enable pin	0	
CP Launch Type	input pin	
CTS buffer count	25	
CP Max Fanout	30	
most numerous logic cell after layout	inv_1	
total power	8.63	mW
Final setup viols	0	
vias in the first global route	74800	
largest area contributor in the netlist	fa_1	
power per cell area	86.6	mW/mm2
syn avg cell area	7.70	um2
Worst-path clk slew	0.11	ns
Die Ht	832	um
CTS Buffer Depth	3	
Die W	832	um
hold-fix buffers at CTS	0	
DRC	0	
drt pass-1 iters	5	
RSZ-0062 raised after global routing	false	
max-cap violations	0	
slowest cell on the critical path	a21oi_1	
Post-CTS Resized	0	
most numerous logic cells after layout	inv_1, clkdlybuf4s50_1, nor2_1	
final period utilization	49.2	%
CTS root buffer	clkbuf_16	
Overflow after GRT	0	
yosys warns	5	
CP Capture Type	flop	
Syn Std Cell Area	0.0725	mm2
CP most frequent cell	fa_1	
CP peak stage delay	0.96	ns
GRT Total Usage	15.3	%
final tally of hold violations	0	
Layout fillers	74800	
GPL Wtd Cong	0.988	
Syn Inst Count	9418	
FP Util	11.0	%
Routed Antenna Nets	0	
maximum vdd ir drop	0.208	mV
fmax	58.9	MHz
Sink Count	197	
via-per-instance ratio	3.75	
# IOs	1314	
ys flop type	dfrtp_1	
-- cell usage after synthesis (65+ instances only) --
master	number
xnor2_1	136
nor3_1	81
nor2_1	1314
o211ai_1	117
o21ai_0	279
xor2_1	71
nor2b_1	68
nand3_1	259
inv_1	1426
a21oi_1	676
buf_1	70
a211oi_1	176
nand2_1	848
or2_2	91
nand2b_1	93
fa_1	1014
a21o_1	134
ha_1	814
dfrtp_1	197
clkbuf_1	485
o21bai_1	65
a311oi_1	106
-- worst paths after layout --
| check | startpoint | end | slack [ns] | depth (start not counted) |
|---|---|---|---|---|
| max in group asynchronous | reset | done$_DFF_PP0_ | 26.46 | 4 |
| min | out_mul_reg[2][15]$_DFFE_PP0N_ | out_mul_reg[2][15]$_DFFE_PP0N_ | 0.51 | 1 |
| max reg2reg | j[3]$_DFFE_PP0P_ | out_mul_reg[4][3]$_DFFE_PP0N_ | 20.82 | 41 |
| min in group asynchronous | reset | in_add_reg[1][8]$_DFFE_PP0N_ | 6.71 | 2 |
| min reg2reg | out_mul_reg[2][15]$_DFFE_PP0N_ | out_mul_reg[2][15]$_DFFE_PP0N_ | 0.51 | 1 |
| max | x[122] | out_mul_reg[0][0]$_DFFE_PP0N_ | 17.51 | 35 |
-- worst max-delay path, delay by kind of cell --
kind	cells	cell delay, ns
AND-OR/OR-AND	14	3.90
adder cells (fa/ha/maj)	7	3.33
buffers and inverters	7	1.76
AND/OR/NAND/NOR	7	1.48
-- area by class of cell --
type | count | area, um2 | area share, %
multi-input combinational | 7188 | 60800 | 61.1
timing repair buffer | 1713 | 16200 | 16.3
tap | 8700 | 10900 | 10.9
inverter | 1430 | 5380 | 5.40
sequential | 197 | 4940 | 4.96
clock buffer | 29 | 651 | 0.653
antenna | 260 | 651 | 0.653
clock inverter | 4 | 50.0 | 0.0502
-- routing by layer --
layer | up-vias | GRT usage [%] | share of wire [%]
met5 | - | 0 | 0.13
met4 | 102 | 8.95 | 7.4
met3 | 730 | 5.49 | 9.0
met2 | 3034 | 25.3 | 48
met1 | 35900 | 17.0 | 36
li1 | 33500 | - | -
-- cells by family (layout without fill, tap and decap cells) --
family | count (synthesis) | count (layout) | synth area share (%)
DFF | 197 | 197 | 6.80
adders and majority gates | 1828 | 1828 | 42.0
AOI/OAI and AO/OA | 2076 | 2076 | 18.7
xor gates and xnor gates | 207 | 207 | 2.50
other | 0 | 260 | 0
buffers and inverters | 2033 | 3176 | 10.7
muxes | 89 | 89 | 1.30
and+or+nand+nor | 2988 | 2988 | 18.0
-- power by group --
| part | internal (mW) | switching, mW |
|---|---|---|
| clock | 0.141 | 0.133 |
| sequential | 0.294 | 0.115 |
| combinational | 3.14 | 4.80 |
| total | 3.58 | 5.05 |
-- through the flow --
stage | instance area [um2] | utilization [%] | setup slack, ns | hold slack, ns | instances
2_1_floorplan | 72500 | - | 19.82 | 0.481 | 9418
3_3_place_gp | 98300 | 14.9 | 17.04 | 0.502 | 19200
3_5_place_dp | 98300 | 14.9 | 17.08 | 0.502 | 19200
4_1_cts | 99000 | 15.0 | 17.75 | 0.523 | 19300
5_1_grt | 99500 | 15.1 | 17.09 | 0.552 | 19500
6_report | 99600 | 15.1 | 17.51 | 0.513 | 19500
No activity file was given, so power comes from the tool's default toggle rates.
